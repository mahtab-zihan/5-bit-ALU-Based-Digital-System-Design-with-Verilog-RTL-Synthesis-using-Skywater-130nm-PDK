### design/flow/config.mk
export PLATFORM = sky130hd
export DESIGN_NAME = top
export DESIGN_NICKNAME = top
export VERILOG_FILES = /design/flow/design.v
export SDC_FILE = /design/flow/constraint.sdc
export NUM_CORES = 4
export LEC_CHECK = 1
export CORE_AREA = 10 10 70 70
export DIE_AREA = 0 0 80 80
### design/flow/design.v
module ALU
(
    input wire [4:0] A, B,                   
    input wire OP,    
    output reg [4:0] result,     
    output wire CF,
    output wire SF,
    output wire ZF           
);
    wire [4:0] R_NOT, R_ROL;
    ALU_NOT_5bit NOT1 ( .A(A), .result(R_NOT));
    ALU_ROL_5bit ROL1 ( .in(A), .shift(B[2:0]), .out(R_ROL));   
    always @(*) 
    begin
        case (OP)
            1'b0:  
                begin 
                    result = R_NOT; 
                end
            1'b1:  
                begin 
                    result = R_ROL;
                end
            default: 
                begin
                    result = 5'b00000;  
                end
        endcase
    end
    assign CF = 1'b0;
    assign SF = result[4];
    assign ZF = ~(result[4] | result[3] | result[2] | result[1] | result[0]);
endmodule
module ALU_NOT_5bit
(
    input wire [4:0] A,  
    output wire [4:0] result
);
assign result = ~A;
endmodule
module ALU_ROL_5bit
(
    input [4:0] in,
    input [2:0] shift,
    output reg [4:0] out
);
always @(*) begin
    case(shift)
        3'b000: out = in;
        3'b001: out = {in[3:0], in[4]};
        3'b010: out = {in[2:0], in[4:3]};
        3'b011: out = {in[1:0], in[4:2]};
        3'b100: out = {in[0], in[4:1]};
        default: out = in;
    endcase
end
endmodule
module controller(
    input wire clk,
    input wire reset,
    output reg [4:0] A,
    output reg [4:0] B,
    output reg OP,
    output reg [4:0] result,
    output reg flag,
    output reg done
);
    parameter [2:0] START = 3'b000,
                    ONE   = 3'b001,
                    TWO   = 3'b010,
                    THREE = 3'b011,
                    FINISH = 3'b100;
    reg [2:0] pstate, nstate;
    always @(posedge clk or posedge reset) begin
        if (reset)
            pstate <= START;
        else
            pstate <= nstate;
    end
    always @(*) begin
        A = 5'b00000;
        B = 5'b00000;
        OP = 1'b0;
        flag = 1'b0;
        done = 1'b0;
        nstate = pstate;
        case (pstate)
            START: begin
                nstate = ONE;
            end
            ONE: begin
                A = 5'b00101;    
                B = 5'b00000;
                OP = 1'b0;
                nstate = TWO;
            end
            TWO: begin
                A = 5'b10000;    
                B = 5'b00001;
                OP = 1'b1;
                nstate = THREE;
            end
            THREE: begin
                A = 5'b00000;    
                B = 5'b00000;
                OP = 1'b0;
                nstate = FINISH;
            end
            FINISH: begin
                done = 1'b1;
                nstate = FINISH;   
            end
            default: nstate = START;
        endcase
    end
endmodule
module top(
    input wire clk,
    input wire reset,
    output wire [4:0] result,
    output wire flag_gt_zero,
    output wire done
);
    wire [4:0] A, B;
    wire OP;
    wire [4:0] R_result;
    wire SF, ZF;
    controller controller1 (
        .clk(clk),
        .reset(reset),
        .A(A),
        .B(B),
        .OP(OP),
        .result(result),
        .flag(flag_gt_zero),
        .done(done)
    );
    ALU datapath1 (
        .A(A),
        .B(B),
        .OP(OP),
        .result(R_result),
        .CF(),           
        .SF(SF),         
        .ZF(ZF)          
    );
    assign result = R_result;
    assign flag_gt_zero = SF;   
endmodule
### design/flow/run.sh
#!/bin/bash
# OpenROAD 26Q1-2900-gdf79404cd8, Yosys 0.63+post, stock flow scripts
make -C /OpenROAD-flow-scripts/flow DESIGN_CONFIG=/design/flow/config.mk WORK_HOME=/design/flow/orfs finish
### design/flow/constraint.sdc
current_design top

set clk_period 1.0
set clk_io_pct 0.2

create_clock -name clk0 -period $clk_period [get_ports {clk}]

set non_clock_inputs [all_inputs -no_clocks]
set_input_delay [expr $clk_period * $clk_io_pct] -clock clk0 $non_clock_inputs
set_output_delay [expr $clk_period * $clk_io_pct] -clock clk0 [all_outputs]
==> results.json <==
{
  "simple_gate_share_pct": 12.6,
  "dp_slack_ns": -0.172,
  "clock_latency_ns": 0.24,
  "ctsHoldBuffers": 0,
  "dp.cells": 65,
  "critPathBufInv": 3,
  "cts.htree.levels": 1,
  "p_total_w": 0.000510,
  "largestRegisters": "controller1.pstate (5)",
  "cts_tree": "done",
  "antenna_left": 0,
  "drt-total-wl_um": 435,
  "clock_skew_ns": 0.000180,
  "xor_share_pct": 0,
  "min_period_ns": 1.20,
  "fp_util_pct": 5.24,
  "core_area_mm2": 0.00342,
  "leakage_nw": 0.168,
  "grt_usage_pct": 1.62,
  "cts_buffers": 3,
  "start_kind": "register",
  "drive_above_1_share_pct": 63.3,
  "die_area_mm2": 0.00640,
  "placed_area_um2": 282,
  "netlist_area_um2": 179,
  "vias": 134,
  "rsz0062_at_grt": "true",
  "violations": "negative setup slack",
  "path_delay_family": "flip-flops",
  "avgViaCountPerCell": 1.76,
  "hp-class": "in2async",
  "clk_pin_slew_worst_paths_ns": 0.04,
  "fin_area_um2": 380,
  "grt_antenna_before_repair": 0,
  "die_w_um": 80,
  "cp_slowest_stage_delay_ns": 0.38,
  "outcome": "finished, violations left",
  "path_class": "reg2out",
  "io_pins": 9,
  "drt_iter0_drc": 1,
  "end_kind": "output pin",
  "top_logic_kind": "buffers and inverters",
  "gp_congestion": 0.636,
  "areaGrowthSynthToFinish_pct": 113,
  "ys_chip_area_um2": 179,
  "cp_slowest_cell": "dfrtp_1",
  "cap_violations": 0,
  "fin_cells": 76,
  "crit_start": "controller1.pstate[2]",
  "overflow": 0,
  "critical_path.cell_chain": "buf_6 -> buf_6 -> nand2b_4 -> buf_6",
  "openroad.warnings": 27,
  "dr.pass1.iters": 2,
  "fmax_mhz": 832,
  "largest_reg_flops": 5,
  "syn_inst": 14,
  "lay_top_cells": "6 x buf_6, 4 x dfrtp_1, 3 x conb_1, 3 x clkbuf_4, 3 x buf_4",
  "clockBufferDepth": 2,
  "yosys_cells": 14,
  "reg2reg_from": "controller1.pstate[1]",
  "port_buffers": 6,
  "wl_per_cell_um": 5.72,
  "cts.sinks": 5,
  "setup_ws_ns": -0.203,
  "synth_cell_types": 8,
  "std_cell_rows": 21,
  "lay_top_count": "buf_6",
  "critPathMaxFanout": 3,
  "clockRootBuffer": "clkbuf_4",
  "final-setup-viol-count": 4,
  "power_density_mw_per_mm2": 1340,
  "ys_sh_mux_pct": 0,
  "adder_share_pct": 0,
  "drc": 0,
  "crit_path_frequent_cell": "buf_6",
  "fillers": 398,
  "first_global_vias": 148,
  "antenna_cells": 0,
  "die_y_um": 80,
  "worst_ep_required_time_ns": 0.80,
  "arrival_ns": 1.00,
  "yosysWarnings": 5,
  "finalCritPeriodShare_pct": 120,
  "syn_avg_cell_area_um2": 12.8,
  "timing_hold_violations_final": 0,
  "drv_slew": 0,
  "ys.flops": 5,
  "grt_pass1_wl_um": 724,
  "top_register": "controller1.pstate",
  "tns_ns": -0.750,
  "yosys.area_share.aoi_pct": 0,
  "synth_seq_share_pct": 70.6,
  "grt_max_degree": 6,
  "ir_drop_mv": 0.310
}
## cell families (layout without fill, tap and decap cells)
group | count (synthesis) | in the layout
buf+inv | 4 | 18
flops | 5 | 5
other cells | 1 | 3
simple gates | 4 | 4
## routing by layer
metal	part of all wire [%]	vias to the layer above	global-route usage, %
met1	30	55	1.27
met3	34	0	3.30
met4	0	0	0.176
li1	-	68	-
met5	0	-	0
met2	36	11	1.69
## worst reg2reg max path: stages (launching register included)
cell and delay (ns):
dfrtp_1 0.37, buf_4 0.13, or2_1 0.20
## cell usage after synthesis
master    n  area, um^2
or2_1     1        6.26
nor2_1    1        3.75
dfstp_2   1        26.3
dfrtp_1   4         100
conb_1    1        3.75
buf_4     3        22.5
inv_1     1        3.75
nand2b_1  2        12.5
## report_power, final
group / internal (W) / switching (W) / leakage, nW
clock: 0.000151 / 0.0000840 / 0.0150
sequential: 0.000213 / 0.00000472 / 0.0542
combinational: 0.0000402 / 0.0000169 / 0.0992
total: 0.000404 / 0.000106 / 0.168
## through the flow
stage / util, % / hold WS [ns]
2_1_floorplan: - / -0.0222
3_3_place_gp: 8.24 / 0.380
3_5_place_dp: 8.24 / 0.381
4_1_cts: 10.1 / 0.151
5_1_grt: 11.1 / 0.139
6_report: 11.1 / 0.151
## final cells by class
cell class              count  area [um^2]  area share [%]
flip-flops and latches      5          126            33.2
repair buffers             13          115            30.3
well taps                  46         57.6            15.1
multi-input cells           7         51.3            13.5
clock buffers               4         26.3            6.91
inverters                   1         3.75           0.987
## final timing paths
path	to	cells past startpoint	slack, ns
min	controller1.pstate[4]	2	0.15
max	result[1]	4	-0.20
min reg2reg	controller1.pstate[3]	0	0.39
min in group clk0	controller1.pstate[3]	0	0.39
max in group asynchronous	controller1.pstate[0]	2	0.61
max reg2reg	controller1.pstate[1]	2	0.19
## timing repair
action,CTS,global route
endpoints found under the setup margin,5,5
buffers inserted,4,3
resized,19,5
pin swaps,1,0
Power figures rest on the tool's default switching activity, not on a simulated workload.
